$ cat design/flow/config.mk
export PLATFORM = sky130hd
export DESIGN_NAME = system
export DESIGN_NICKNAME = system
export VERILOG_FILES = /design/flow/design.v
export SDC_FILE = /design/flow/constraint.sdc
export NUM_CORES = 4
export LEC_CHECK = 1
export CORE_UTILIZATION = 40
$ cat design/flow/constraint.sdc
current_design system

set clk_period 37.0
set clk_io_pct 0.2

create_clock -name clk0 -period $clk_period [get_ports {clk}]

set non_clock_inputs [all_inputs -no_clocks]
set_input_delay [expr $clk_period * $clk_io_pct] -clock clk0 $non_clock_inputs
set_output_delay [expr $clk_period * $clk_io_pct] -clock clk0 [all_outputs]
$ cat design/flow/design.v
`timescale 1ns/10ps
module conv(clk,rst,clear,w_w,w_in,if_w,if_in,out);
 input	clk;
 input	rst;
 input	clear;
 input	w_w;
 input	if_w;	
 input [16-1:0] w_in;
 input [16-1:0] if_in;
 output signed [16*2+1:0]out;
 wire signed [16*2:0]out1;
 reg signed [16-1:0] weight [2:0];
 reg signed [16-1:0] feature [2:0];
 always@(posedge rst  or posedge clk)
begin
if(rst)
begin
weight[0]<=16'd0;
weight[1]<=16'd0;
weight[2]<=16'd0;
feature[0]<=16'd0;
feature[1]<=16'd0;
feature[2]<=16'd0;
end
else if(clear)
begin
weight[0]<=16'd0;
weight[1]<=16'd0;
weight[2]<=16'd0;
feature[0]<=16'd0;
feature[1]<=16'd0;
feature[2]<=16'd0;
end
else
begin
if(w_w==1'b1 )
begin
weight[0]<=weight[1];
weight[1]<=weight[2];
weight[2]<=w_in;
end
if(if_w==1'b1 )
begin
feature[0]<=feature[1];
feature[1]<=feature[2];
feature[2]<=if_in;
end
end
end
assign out1 = weight[2]*feature[2]+weight[1]*feature[1]+weight[0]*feature[0];
assign out  ={out1[32],out1};
endmodule
module sat_adder(in0, in1, in2, sum);
input  signed[33:0]	in0, in1, in2;
output signed[15:0]	sum;
wire signed[35:0]temp=(in0+in1+in2);
assign sum=($signed(temp)>$signed(36'd255))?16'd255:($signed(temp)<$signed(36'd0))?16'd0:temp[15:0];
endmodule
module Controller (clk, rst, ROM_IF_A, ROM_W_A, ROM_IF_OE, ROM_W_OE, RAM_A, 
					RAM_WE, RAM_OE, sel_if, sel_w, clear, done);
  parameter INIT    = 3'b000,READ_W=3'b001,WRITE=3'b010,READ_C=3'b011,READ_9=3'b100,Done=3'b101;
  input         clk;
  input         rst;
  output reg [19:0] ROM_IF_A, ROM_W_A;
  output reg		ROM_IF_OE, ROM_W_OE;
  output reg [19:0] RAM_A;
  output reg		RAM_WE;
  output reg		RAM_OE;
  output reg [2:0]  sel_if, sel_w;
  output reg		clear;
  output reg 		done;
  reg	[2:0] tsel_if, tsel_w;
  reg   [2:0]  state,n_state;
  reg	[19:0] column;
  reg   [19:0]  row;
  reg   [3:0]	counter;
always@(posedge clk or posedge rst)begin 
if(rst)
	state<=INIT;
else
	state<=n_state;
end
always@(posedge clk or posedge rst)begin 
  if(rst)begin
    counter<=4'd0;
  end
else if(state==READ_W && counter==4'd9)
      counter<=4'd0;
  else if(state==READ_W)
     counter<=counter+4'd1;
  else if(state==READ_C)
     counter<=counter+4'd1;
  else if(state==READ_9)
     counter<=counter+4'd1;
  else if(state==WRITE || state==INIT)
     counter<=4'd0;
end
always@(*)begin 
    if(state==INIT)begin
    sel_w=3'b0;
      sel_if=3'b0;
end
else if(state==READ_W)
	begin
if(counter==4'd0)begin 
                  sel_w=3'b000;
		  sel_if=3'b000;
              end
else  if(counter==4'd1)begin
  			sel_w=3'b001;
		  sel_if=3'b001;
end
else if(counter==4'd2)begin
  			sel_w=3'b001;
		  sel_if=3'b001;
end
else if(counter==4'd3)begin
  			sel_w=3'b001;
		  sel_if=3'b001;
end
else   if(counter==4'd4)begin
                  sel_w=3'b010;
		  sel_if=3'b010;
              end
else   if(counter==4'd5)begin
                  sel_w=3'b010;
		  sel_if=3'b010;
              end
else   if(counter==4'd6)begin
                  sel_w=3'b010;
		  sel_if=3'b010;
              end
else  if(counter==4'd7)begin
                  sel_w=3'b100;
	          sel_if=3'b100;
              end
else  if(counter==4'd8)begin
                  sel_w=3'b100;
	          sel_if=3'b100;
              end
else  if(counter==4'd9)begin
                  sel_w=3'b100;
	          sel_if=3'b100;
              end
else begin
 	           sel_w=3'b100;
	          sel_if=3'b100;
    end
end
else if(state==READ_C)
	begin
          if(counter==4'd0)begin
                  sel_if=3'b000;
	            sel_w=3'b000;
              end
         else if(counter==4'd1)begin
                  sel_if=3'b001;
			sel_w=3'b000;
              end
         else if(counter==4'd2)begin
                  sel_if=3'b010;
			sel_w=3'b000;
              end
	 else if(counter==4'd3)begin
                  sel_if=3'b100;
			sel_w=3'b000;
              end
else  begin
			sel_if=3'b100;
			sel_w=3'b000;
end
    end
else if(state==READ_9)begin
if(counter==4'd0)begin 
                  sel_w=3'b000;
		  sel_if=3'b000;
              end
else  if(counter==4'd1)begin
  			sel_w=3'b000;
		  sel_if=3'b001;
end
else if(counter==4'd2)begin
  			sel_w=3'b000;
		  sel_if=3'b001;
end
else if(counter==4'd3)begin
  			sel_w=3'b000;
		  sel_if=3'b001;
end
else   if(counter==4'd4)begin
                  sel_w=3'b000;
		  sel_if=3'b010;
              end
else   if(counter==4'd5)begin
                  sel_w=3'b000;
		  sel_if=3'b010;
              end
else   if(counter==4'd6)begin
                  sel_w=3'b000;
		  sel_if=3'b010;
              end
else  if(counter==4'd7)begin
                  sel_w=3'b000;
	          sel_if=3'b100;
              end
else  if(counter==4'd8)begin
                  sel_w=3'b000;
	          sel_if=3'b100;
              end
else  if(counter==4'd9)begin
                  sel_w=3'b000;
	          sel_if=3'b100;
              end
else begin
sel_w=3'b000;
	          sel_if=3'b100;
end
end
	else if(state==WRITE)
   begin
	          sel_if=3'b000;
                  sel_w=3'b000;
    end
     else
begin
		sel_if=3'b000;
                  sel_w=3'b000;
end
end
always@(*)begin 
if(state==INIT)
RAM_A=20'd0;
if(column==20'd0)
RAM_A=(row<<8)+column;
else
RAM_A=(row<<8)+(column-20'd2);
end
always@(*)begin 
if(state==INIT)
ROM_IF_A=20'd0;
 else   if(state==READ_W)begin
   if(counter==4'd0)begin
    ROM_IF_A=(row<<8)+(row<<1)+column;
   end
  else if(counter==4'd1)begin
    ROM_IF_A=(row<<8)+(row<<1)+(column+20'd1);
   end
   else if(counter==4'd2)begin
    ROM_IF_A=(row<<8)+(row<<1)+(column+20'd2);
   end
   else if(counter==4'd3)begin
    ROM_IF_A=((row+20'd1)<<8)+((row+20'd1)<<1)+column;
   end
    else if(counter==4'd4)begin
    ROM_IF_A=((row+20'd1)<<8)+((row+20'd1)<<1)+(column+20'd1);
   end
    else if(counter==4'd5)begin
    ROM_IF_A=((row+20'd1)<<8)+((row+20'd1)<<1)+(column+20'd2);
   end
    else if(counter==4'd6)begin
    ROM_IF_A=((row+20'd2)<<8)+((row+20'd2)<<1)+column;
   end
    else if(counter==4'd7)begin
    ROM_IF_A=((row+20'd2)<<8)+((row+20'd2)<<1)+(column+20'd1);
   end
    else if(counter==4'd8)begin
    ROM_IF_A=((row+20'd2)<<8)+((row+20'd2)<<1)+(column+20'd2);
   end
    else if(counter==4'd9)begin
    ROM_IF_A=((row+20'd2)<<8)+((row+20'd2)<<1)+(column+20'd2);
   end
else ROM_IF_A=((row+20'd2)<<8)+((row+20'd2)<<1)+(column+20'd2);
   end
   else if(state==READ_9)begin
    if(counter==4'd0)begin
    ROM_IF_A=(row<<8)+(row<<1)+column;
   end
  else if(counter==4'd1)begin
    ROM_IF_A=(row<<8)+(row<<1)+(column+20'd1);
   end
   else if(counter==4'd2)begin
    ROM_IF_A=(row<<8)+(row<<1)+(column+20'd2);
   end
   else if(counter==4'd3)begin
    ROM_IF_A=((row+20'd1)<<8)+((row+20'd1)<<1)+column;
   end
    else if(counter==4'd4)begin
    ROM_IF_A=((row+20'd1)<<8)+((row+20'd1)<<1)+(column+20'd1);
   end
    else if(counter==4'd5)begin
    ROM_IF_A=((row+20'd1)<<8)+((row+20'd1)<<1)+(column+20'd2);
   end
    else if(counter==4'd6)begin
    ROM_IF_A=((row+20'd2)<<8)+((row+20'd2)<<1)+column;
   end
    else if(counter==4'd7)begin
    ROM_IF_A=((row+20'd2)<<8)+((row+20'd2)<<1)+(column+20'd1);
   end
    else if(counter==4'd8)begin
    ROM_IF_A=((row+20'd2)<<8)+((row+20'd2)<<1)+(column+20'd2);
   end
    else if(counter==4'd9)begin
    ROM_IF_A=((row+20'd2)<<8)+((row+20'd2)<<1)+(column+20'd2);
   end
else ROM_IF_A=((row+20'd2)<<8)+((row+20'd2)<<1)+(column+20'd2);
    end   
   else if(state==READ_C)begin
          if(counter==4'd0)begin
             ROM_IF_A=(row<<8)+(row<<1)+column;
          end
         else if(counter==4'd1)begin
             ROM_IF_A=((row+20'd1)<<8)+((row+20'd1)<<1)+column;
          end
         else if(counter==4'd2)begin
             ROM_IF_A=((row+20'd2)<<8)+((row+20'd2)<<1)+column;
          end
	 else if(counter==4'd3)begin
             ROM_IF_A=((row+20'd2)<<8)+((row+20'd2)<<1)+column;
          end
         else
 ROM_IF_A=((row+20'd2)<<8)+((row+20'd2)<<1)+column;
   end
else
ROM_IF_A=20'd0;
end
always@(*)begin 
   if(state==INIT)
ROM_W_A=20'd0;
 else   if(state==READ_W)begin
          if(counter==4'd0)begin
             ROM_W_A=20'd0;
              end
         else if(counter==4'd1)begin
             ROM_W_A=20'd1;
              end
         else if(counter==4'd2)begin
             ROM_W_A=20'd2;
              end
         else if(counter==4'd3)begin
             ROM_W_A=20'd3;
              end
         else if(counter==4'd4)begin
             ROM_W_A=20'd4;
              end
         else if(counter==4'd5)begin
             ROM_W_A=20'd5;
              end
         else if(counter==4'd6)begin
             ROM_W_A=20'd6;
              end
         else if(counter==4'd7)begin
             ROM_W_A=20'd7;
              end
         else if(counter==4'd8)begin
             ROM_W_A=20'd8;
              end
	else if(counter==4'd9)begin
	ROM_W_A=20'd8;
	end
else ROM_W_A=20'd8;
    end   
else
ROM_W_A=20'd0;
end
always@(posedge clk or posedge rst)begin 
  if(rst)begin
     column<=20'd0;
	 row<=20'd0;
  end
else if (column==20'd0 && state==WRITE)
begin
column<=column+20'd3;
end
  else if(state==WRITE && column==20'd257)begin
        column<=20'd0;
        row<=row+20'd1;
   end
  else if(state==WRITE)
   column<=column+20'd1;
  else if(state==READ_C)
  row<=row;
end
always@(*)begin 
  case(state)
       INIT:begin
            n_state=READ_W;
end
       READ_W:begin
                  if(counter==4'd9)
                     n_state=WRITE;
                  else
                     n_state=READ_W;
              end
       READ_C:begin
                  if(counter==4'd3)
                     n_state=WRITE;
                  else
                     n_state=READ_C;
              end
       READ_9:begin
                  if(counter==4'd9)
                     n_state=WRITE;
                  else
                     n_state=READ_9;
              end
       WRITE:begin
                  if(column==20'd257&&row==20'd255)
                     n_state=Done;
                  else if(column==20'd257)
                     n_state=READ_9;
                  else
                     n_state=READ_C;
              end
       Done:n_state=INIT;    
 default:n_state=Done;
endcase
end
always@(*)begin  
case(state)
INIT:begin
	ROM_IF_OE=1'b0;
	ROM_W_OE=1'b0;
	RAM_WE=1'b0;
	RAM_OE=1'b0;
	clear=1'b0;
	done=1'b0;
	end
READ_W:begin
        ROM_IF_OE=1'b1;
	ROM_W_OE=1'b1;
	RAM_WE=1'b0;
	RAM_OE=1'b0;
	clear=1'b0;
	done=1'b0;
      end
WRITE:begin
      ROM_IF_OE=1'b0;
	ROM_W_OE=1'b0;
	RAM_WE=1'b1;
	RAM_OE=1'b0;
	clear=1'b0;
	done=1'b0;
	end
READ_C:begin
      ROM_IF_OE=1'b1;
	ROM_W_OE=1'b0;
	RAM_WE=1'b0;
	RAM_OE=1'b0;
	clear=1'b0;
	done=1'b0;
	end
READ_9:begin
      ROM_IF_OE=1'b1;
	ROM_W_OE=1'b0;
	RAM_WE=1'b0;
	RAM_OE=1'b0;
	clear=1'b0;
	done=1'b0;
	end
Done:begin
      ROM_IF_OE=1'b0;
	ROM_W_OE=1'b0;
	RAM_WE=1'b0;
	RAM_OE=1'b0;
	clear=1'b0;
	done=1'b1;
	end
default:begin
	ROM_IF_OE=1'b0;
	ROM_W_OE=1'b0;
	RAM_WE=1'b0;
	RAM_OE=1'b0;
	clear=1'b0;
	done=1'b0;
	end
endcase
end
endmodule
module system (clk, rst, ROM_IF_Q, ROM_W_Q, RAM_Q, ROM_IF_A, ROM_W_A,
  ROM_IF_OE, ROM_W_OE, RAM_A, RAM_WE, RAM_OE, RAM_D, done);
  input         clk;
  input         rst;
  input  [15:0] ROM_IF_Q, ROM_W_Q;
  input  [15:0] RAM_Q;
  output [19:0] ROM_IF_A, ROM_W_A;
  output		ROM_IF_OE, ROM_W_OE;
  output [19:0] RAM_A;
  output        RAM_WE;
  output        RAM_OE;
  output [15:0] RAM_D;
  output        done;
  wire [2:0]  sel_if, sel_w;
  wire 		  clear;
  wire [33:0]	out0, out1, out2;
  conv conv1 (
  .clk(clk), .rst(rst), .clear(clear), .w_w(sel_w[0]), .w_in(ROM_W_Q), .if_w(sel_if[0]), .if_in(ROM_IF_Q), .out(out0));
  conv conv2 (
  .clk(clk), .rst(rst), .clear(clear), .w_w(sel_w[1]), .w_in(ROM_W_Q), .if_w(sel_if[1]), .if_in(ROM_IF_Q), .out(out1));
  conv conv3 (
  .clk(clk), .rst(rst), .clear(clear), .w_w(sel_w[2]), .w_in(ROM_W_Q), .if_w(sel_if[2]), .if_in(ROM_IF_Q), .out(out2));
  sat_adder a1 (
  .in0(out0), .in1(out1), .in2(out2), .sum(RAM_D));
  Controller c1(
  .clk(clk), .rst(rst), .ROM_IF_A(ROM_IF_A), .ROM_W_A(ROM_W_A), .ROM_IF_OE(ROM_IF_OE),
  .ROM_W_OE(ROM_W_OE), .RAM_A(RAM_A), .RAM_WE(RAM_WE), .RAM_OE(RAM_OE), .sel_if(sel_if),
  .sel_w(sel_w), .clear(clear), .done(done));
endmodule
$ cat design/flow/run.sh
#!/bin/bash
# OpenROAD 26Q1-2900-gdf79404cd8, Yosys 0.63+post, stock flow scripts
make -C /OpenROAD-flow-scripts/flow DESIGN_CONFIG=/design/flow/config.mk WORK_HOME=/design/flow/orfs finish
==> flow_summary_export.csv <==
group,metric,value,unit
outcome,outcome,"complete, no violations",
setup_path,cpMostUsedCell,"fa_1",
final_timing,setup_viol,0,
floorplan,die_height,553,µm
power_and_ir_drop,ir_worst_vdd,0.0297,mV
final_timing,worst-slew-pin-transition,1.14,ns
clocking,clockBufferDepth,3,
power_and_ir_drop,pwr-share-comb,13.6,%
routing,drc_errors,0,
routing,vias,86178,
final_timing,setup_slack,12.89,ns
placed_design,placed_cells,17062,
routing,routedWlPerCell,18.7,µm
clocking,clock-sinks,338,
placed_design,dpl_worst_slack,13.83,ns
worst_hold_path,hold_start,"c1.state[4]$_DFF_PP0_",
routing,antenna_left,0,
clocking,cts_buffers,48,
cells_and_area,area_growth_syn_to_layout,6.09,%
logic_synthesis,synth_area,122000,µm²
routing,drtPass1Iterations,6,
floorplan,ioPinCount,131,
cells_and_area,fillCellCount,29288,
final_timing,period_needed,24.11,ns
power_and_ir_drop,p_clk_share,49.0,%
setup_path,critical_path.slowest_cell,"o32ai_1",
logic_synthesis,async_flop_share,100,%
final_timing,fin_crit_sh,65.2,%
routing,wl_met1,136,mm
power_and_ir_drop,power.switching,0.000303,W
clocking,insertion_delay,0.71,ns
placed_design,gp_congestion,0.960,
worst_hold_path,hp-class,"register to register",
routing,wl_met3,24.2,mm
cells_and_area,drive_gt1_share,4.86,%
setup_path,startpoint,"conv2.weight[1][9]$_DFFE_PP0P_",
global_routing,overflow,0,
global_routing,grt_pass1_wl,528,mm
global_routing,antenna_found_initial,6,
clocking,cts.clk_slew.worst_paths,0.07,ns
logic_synthesis,syn-mean-instance-area,9.18,µm²
logic_synthesis,yosys.area.top_type,"fa_1",
logic_synthesis,ys_area,122000,µm²
power_and_ir_drop,switching_share,30.1,%
setup_path,cp-start-kind,"register",
clocking,holdBufCountCts,0,
logic_synthesis,synth_warnings,4,
routing,viasPerCell,5.02,
setup_path,endpoint_kind,"output pin",
setup_path,critical_path_arrival,16.71,ns
setup_path,critPathMaxFanout,11,
global_routing,grtUsageTotal,23.6,%
final_timing,hold_violations,0,
clocking,cts_tree,"built",
setup_path,worstReg2RegStart,"c1.counter[0]$_DFFE_PP0P_",
placed_design,place_hpwl,272,mm
global_routing,first_global_vias,93226,
logic_synthesis,syn_inst,13236,
clocking,cts_setup_buffers,0,
run,warnings,78,
run,cap_violations,0,
cells_and_area,fin_cells,17157,
power_and_ir_drop,p_seq_share,37.5,%
setup_path,crit_required,29.60,ns
routing,wl,321,mm
logic_synthesis,synth-seq-cells,338,
power_and_ir_drop,powerDensity,7.81,nW/µm²
logic_synthesis,ff_type,"dfrtp_1",
setup_path,cpPeakStageDelay,0.84,ns
global_routing,grt_max_degree,73,
setup_path,path_class,"register to output pin",
final_timing,clock_skew,0.0744,ns
floorplan,die_w,553,µm
clocking,cts_resized,0,
logic_synthesis,netlist_top_cells_count,"3050 x inv_1, 2608 x fa_1, 1429 x nand2_1",
logic_synthesis,edf_count,0,
final_timing,setup_tns,0,ns
logic_synthesis,top_area_share,43.0,%
floorplan,rows,201,
clocking,ctsRootBufferMaster,"clkbuf_16",
routing,topRoutingLayerUsed,"met5",
floorplan,die_area,306000,µm²
final_timing,slew_headroom,21.8,%
floorplan,initial_utilization,40.4,%
final_timing,max_freq,41.5,MHz
logic_synthesis,ys_cells,13236,
logic_synthesis,area_leaders,"fa_1 43%, ha_1 11%, inv_1 9.4%",
routing,drt_first_iter_violations,4076,
power_and_ir_drop,internal-power,0.000704,W
power_and_ir_drop,p_total,0.00101,W
logic_synthesis,yosys.cell_types.count,100,
power_and_ir_drop,p_leak,63.0,nW
clocking,htreeDepth,2,
routing,routed-wl-met2,148,mm
placed_design,port-buffer-count,89,
logic_synthesis,yosys.cell_count.top_type,"inv_1",
final_timing,rsz0062_at_grt,"false",
logic_synthesis,yosysSeqAreaShare,6.96,%
final_timing,drv_slew,0,
floorplan,core,301000,µm²
## worst max-delay path: cells and delay by family (launching register included)
family                     cells  cell delay (ns)
adders and majority gates     16             7.42
AOI/OAI and AO/OA             14             4.29
and+or+nand+nor               12             2.21
buffers and inverters         10             1.16
DFF                            1             0.66
xor gates and xnor gates       2             0.29
## area by class of cell
class | instances | area, µm² | area share (%)
Clock inverter | 30 | 364 | 0.282
Inverter | 3062 | 11500 | 8.92
Multi-Input combinational cell | 9392 | 99800 | 77.4
Antenna cell | 9 | 22.5 | 0.0175
Sequential cell | 338 | 8460 | 6.56
Clock buffer | 56 | 1270 | 0.986
Timing Repair Buffer | 312 | 2560 | 1.99
Tap cell | 3958 | 4950 | 3.84
## per-stage QoR
stage	hold slack, ns	area [µm²]	utilization (%)
2_1_floorplan	0.333	122000	-
3_3_place_gp	0.422	127000	42.3
3_5_place_dp	0.413	127000	42.3
4_1_cts	0.431	129000	42.8
5_1_grt	0.446	129000	42.8
6_report	0.441	129000	42.8
## layout by cell type, fill, tap and decap left out, types with 48 or more instances in the layout
master / Yosys / layout
xor2_1: 176 / 176
nor3_1: 107 / 107
a21oi_1: 409 / 409
fa_1: 2608 / 2608
nand2_1: 1429 / 1427
a31oi_1: 55 / 55
xnor2_1: 434 / 434
nand2b_1: 155 / 155
a21o_1: 156 / 156
a211oi_1: 52 / 52
clkdlybuf4s50_1: 0 / 89
mux2_2: 268 / 268
nand3_1: 102 / 102
ha_1: 1058 / 1058
nor2b_1: 49 / 49
dfrtp_1: 337 / 337
o21ai_0: 247 / 247
o21a_1: 60 / 60
buf_4: 32 / 223
clkbuf_16: 0 / 48
and2_1: 1031 / 1031
o21bai_1: 59 / 59
inv_1: 3050 / 3049
nor2_1: 368 / 367
## routing by layer
layer	track usage [%]	up-vias
met2	36.3	2334
met1	33.4	43468
met5	0.0313	-
met4	7.15	4
li1	-	39964
met3	7.07	408
## state kept, by name (all words and copies together) (netlist names)
signal / count
c1.column: 20
c1.counter: 4
c1.row: 20
c1.state: 6
conv1.feature: 48
conv1.weight: 48
conv2.feature: 48
conv2.weight: 48
conv3.feature: 48
conv3.weight: 48
## power groups by stage
stage / Combinational [W] / Clock [W] / Sequential, W
finish: 0.000137 / 0.000493 / 0.000377
global route: 0.000155 / 0.000518 / 0.000378
CTS: 0.000139 / 0.000505 / 0.000377
## cell families (layout without fill, tap and decap cells)
kind of cell / Yosys count / in the layout / synth area share [%]
fa+ha+maj: 3666 / 3666 / 53.9
buf+inv: 3530 / 3460 / 11.0
simple gates: 3460 / 3460 / 14.0
compound gates: 1337 / 1337 / 7.02
xor+xnor: 612 / 612 / 4.43
flops: 338 / 338 / 6.96
mux: 292 / 292 / 2.69
other cells: 1 / 34 / 0.00309
## final timing paths
path	to	slack, ns	depth (start not counted)
min in group asynchronous	c1.counter[1]$_DFFE_PP0P_	7.17	2
hold / removal	c1.state[0]$_DFF_PP1_	0.44	0
max in group asynchronous	conv3.weight[0][7]$_DFFE_PP0P_	26.58	6
hold reg to reg	c1.state[0]$_DFF_PP1_	0.44	0
setup reg to reg	conv1.feature[0][8]$_DFFE_PP0P_	32.85	10
setup / recovery	RAM_D[6]	12.89	54
Power and IR drop assume default switching activity.
